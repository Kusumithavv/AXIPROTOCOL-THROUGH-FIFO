==> flow/design.v <==
`timescale 1ns / 1ps
module axi_fifo(input  clk,
                input   rst,
    			input   [7:0] s_axi_awid,     
    input   [31:0] s_axi_awaddr,
    input   [7:0]  s_axi_awlen,
    input   [2:0]  s_axi_awsize,
    input   [1:0]  s_axi_awburst,
    input   [3:0]  s_axi_awcache,
    input   s_axi_awvalid,
    output  s_axi_awready,
    input   [31:0]    s_axi_wdata,            
    input   [3:0]    s_axi_wstrb,
    input   s_axi_wlast,
    input   s_axi_wvalid,
    output  s_axi_wready,
    output  [7:0] s_axi_bid,               
    output  [1:0] s_axi_bresp,
    output  s_axi_bvalid,
    input   s_axi_bready,
    input   [7:0]      s_axi_arid,          
    input   [31:0]    s_axi_araddr,
    input   [7:0] s_axi_arlen,
    input   [2:0] s_axi_arsize,
    input   [1:0] s_axi_arburst,
    input   [3:0] s_axi_arcache,
    input   s_axi_arvalid,
    output  s_axi_arready,
    output  [7:0]      s_axi_rid,            
    output  [31:0]    s_axi_rdata,
    output  [1:0]               s_axi_rresp,
    output  s_axi_rlast,
    output  s_axi_rvalid,
    input   s_axi_rready,
    output  [7:0]      m_axi_awid,     
    output  [31:0]    m_axi_awaddr,
    output  [7:0]  m_axi_awlen,
    output  [2:0]  m_axi_awsize,
    output  [1:0]  m_axi_awburst,
    output  [3:0]  m_axi_awcache,
    output  m_axi_awvalid,
    input   m_axi_awready,
    output  [31:0] m_axi_wdata,         
    output  [3:0]  m_axi_wstrb,
    output  m_axi_wlast,
    output  m_axi_wvalid,
    input   m_axi_wready,
    input   [7:0] m_axi_bid,               
    input   [1:0] m_axi_bresp,
    input   m_axi_bvalid,
    output  m_axi_bready,
    output  [7:0] m_axi_arid,               
    output  [31:0] m_axi_araddr,
    output  [7:0]  m_axi_arlen,
    output  [2:0]  m_axi_arsize,
    output  [1:0]  m_axi_arburst,
    output  [3:0]  m_axi_arcache,
    output  m_axi_arvalid,
    input   m_axi_arready,
    input   [7:0]      m_axi_rid,             
    input   [31:0]    m_axi_rdata,
    input   [1:0]               m_axi_rresp,
    input    m_axi_rlast,
    input   m_axi_rvalid,
    output   m_axi_rready
);
axi_fifo_rd axi_fifo_rd_inst (
    .clk(clk),
    .rst(rst),
    .s_axi_arid(s_axi_arid),
    .s_axi_araddr(s_axi_araddr),
    .s_axi_arlen(s_axi_arlen),
    .s_axi_arsize(s_axi_arsize),
    .s_axi_arburst(s_axi_arburst),
    .s_axi_arcache(s_axi_arcache),
    .s_axi_arvalid(s_axi_arvalid),
    .s_axi_arready(s_axi_arready),
    .s_axi_rid(s_axi_rid),
    .s_axi_rdata(s_axi_rdata),
    .s_axi_rresp(s_axi_rresp),
    .s_axi_rlast(s_axi_rlast),
    .s_axi_rvalid(s_axi_rvalid),
    .s_axi_rready(s_axi_rready),
    .m_axi_arid(m_axi_arid),
    .m_axi_araddr(m_axi_araddr),
    .m_axi_arlen(m_axi_arlen),
    .m_axi_arsize(m_axi_arsize),
    .m_axi_arburst(m_axi_arburst),
    .m_axi_arcache(m_axi_arcache),
    .m_axi_arvalid(m_axi_arvalid),
    .m_axi_arready(m_axi_arready),
    .m_axi_rid(m_axi_rid),
    .m_axi_rdata(m_axi_rdata),
    .m_axi_rresp(m_axi_rresp),
    .m_axi_rlast(m_axi_rlast),
    .m_axi_rvalid(m_axi_rvalid),
    .m_axi_rready(m_axi_rready)
);
memory u1 (.m_axi_awaddr(m_axi_awaddr),.m_axi_araddr(m_axi_araddr),.s_axi_wdata(s_axi_wdata),.m_axi_wdata(m_axi_wdata),.write(write),.read(read),.clk(clk));
endmodule
`timescale 1ns/10ps
module axi_fifo_rd    (input clk,
			  	input rst,
			  	input [7:0] s_axi_arid,
				input [31:0] s_axi_araddr,
				input [7:0] s_axi_arlen,
				input [2:0] s_axi_arsize,
				input [1:0] s_axi_arburst,
				input [3:0] s_axi_arcache,
				input s_axi_arvalid,
				output wire s_axi_arready,
				output wire [7:0] s_axi_rid,
    				output wire [31:0] s_axi_rdata,
    				output wire [1:0] s_axi_rresp,
    				output wire  s_axi_rlast,
    				output wire  s_axi_rvalid,
    				input  wire  s_axi_rready,
 				output [7:0] m_axi_arid,
				output [31:0] m_axi_araddr,
				output [7:0] m_axi_arlen,
				output [2:0] m_axi_arsize,
				output [1:0] m_axi_arburst,
				output [3:0] m_axi_arcache,
				output m_axi_arvalid,
				input wire m_axi_arready,
				input wire [7:0] m_axi_rid,
    				input wire [31:0] m_axi_rdata,
    				input wire [1:0] m_axi_rresp,
    				input wire  m_axi_rlast,
    				input wire  m_axi_rvalid,
    				output  wire  m_axi_rready);
parameter FIFO_ADDR_WIDTH = 32;
parameter FIFO_DEPTH=32;
reg [FIFO_ADDR_WIDTH:0] wr_ptr_reg = {FIFO_ADDR_WIDTH+1{1'b0}}; reg wr_ptr_next;
reg [FIFO_ADDR_WIDTH:0] wr_addr_reg = {FIFO_ADDR_WIDTH+1{1'b0}};
reg [FIFO_ADDR_WIDTH:0] rd_ptr_reg = {FIFO_ADDR_WIDTH+1{1'b0}}; reg rd_ptr_next;
reg [FIFO_ADDR_WIDTH:0] rd_addr_reg = {FIFO_ADDR_WIDTH+1{1'b0}};
reg mem_read_data_valid_reg = 1'b0;
reg mem_read_data_valid_next;
reg [31:0] mem[63:0];
reg [31:0] mem_read_data_reg;
wire [43:0] m_axi_read;
reg [31:0] s_axi_read_reg;
reg s_axi_rvalid_reg = 1'b0, s_axi_rvalid_next;
wire full= ((wr_ptr_reg[FIFO_ADDR_WIDTH]!= rd_ptr_reg[FIFO_ADDR_WIDTH]) &&
             (wr_ptr_reg[31:0] == rd_ptr_reg[31:0]));
wire empty = wr_ptr_reg[31:0]  == rd_ptr_reg[31:0] ;
reg read;
reg write;
reg out;
generate   
if (32) begin  
    parameter COUNT_WIDTH = 9;
    reg [8:0] count_reg = 0;
    reg [8:0] count_next;
    reg [7:0] m_axi_arid_reg = 8'b0 ;
    reg [7:0] m_axi_arid_next;
    reg [31:0] m_axi_araddr_reg = 32'b0;
    reg [31:0] m_axi_araddr_next;
    reg [7:0]  m_axi_arlen_reg = 8'd0;
    reg [7:0]  m_axi_arlen_next;
    reg [2:0] m_axi_arsize_reg = 3'd0;
    reg [2:0] m_axi_arsize_next;
    reg [1:0] m_axi_arburst_reg = 2'd0;
    reg [1:0] m_axi_arburst_next;
    reg [3:0] m_axi_arcache_reg = 4'd0;
    reg [3:0] m_axi_arcache_next;
    reg m_axi_arvalid_reg = 1'b0;
    reg m_axi_arvalid_next;
    reg s_axi_arready_reg = 1'b0;
    reg s_axi_arready_next;
    assign m_axi_arid = m_axi_arid_reg;  
    assign m_axi_araddr = m_axi_araddr_reg;
    assign m_axi_arlen = m_axi_arlen_reg;
    assign m_axi_arsize = m_axi_arsize_reg;
    assign m_axi_arburst = m_axi_arburst_reg;
    assign m_axi_arcache = m_axi_arcache_reg;
    assign m_axi_arvalid = m_axi_arvalid_reg;
    assign s_axi_arready = s_axi_arready_reg;
    always @(*) begin
        count_next = count_reg;
        m_axi_arid_next = m_axi_arid_reg;
        m_axi_araddr_next = m_axi_araddr_reg;
        m_axi_arlen_next = m_axi_arlen_reg;
        m_axi_arsize_next = m_axi_arsize_reg;
        m_axi_arburst_next = m_axi_arburst_reg;
        m_axi_arcache_next = m_axi_arcache_reg;
        m_axi_arvalid_next = m_axi_arvalid_reg && !m_axi_arready;
        s_axi_arready_next = s_axi_arready_reg;
    end
    always @(posedge clk) begin
        if (rst) begin
            m_axi_arvalid_reg <= 1'b0;
            s_axi_arready_reg <= 1'b0;
        end else begin
            m_axi_arvalid_reg <= m_axi_arvalid_next;
            s_axi_arready_reg <= s_axi_arready_next;
        end
        count_reg <= count_next;
        m_axi_arid_reg <= m_axi_arid_next;
        m_axi_araddr_reg <= m_axi_araddr_next;
        m_axi_arlen_reg <= m_axi_arlen_next;
        m_axi_arsize_reg <= m_axi_arsize_next;
        m_axi_arburst_reg <= m_axi_arburst_next;
        m_axi_arcache_reg <= m_axi_arcache_next;
    end
end
 else begin
    assign m_axi_arid = s_axi_arid;
    assign m_axi_araddr = s_axi_araddr;
    assign m_axi_arlen = s_axi_arlen;
    assign m_axi_arsize = s_axi_arsize;
    assign m_axi_arburst = s_axi_arburst;
    assign m_axi_arcache = s_axi_arcache;
    assign m_axi_arvalid = s_axi_arvalid;
    assign s_axi_arready = m_axi_arready;
end
endgenerate
assign s_axi_rvalid = s_axi_rvalid_reg;
assign s_axi_rdata = s_axi_read_reg[31:0];   
always @(*) begin
    write = 1'b0;
    wr_ptr_next = wr_ptr_reg;
    if (m_axi_rvalid) begin        
        if (!full) begin
            write = 1'b1;
            wr_ptr_next = wr_ptr_reg + 1;
        end
    end
end
always @(posedge clk) begin
    if (rst) begin
        wr_ptr_reg <= {FIFO_ADDR_WIDTH+1{1'b0}};
    end else begin
        wr_ptr_reg <= wr_ptr_next;
    end
    wr_addr_reg <= wr_ptr_next;
    if (write) begin
        mem[wr_addr_reg[31:0]] <= m_axi_read;
    end
end
always @(*) begin
    read = 1'b0;   
    mem_read_data_valid_next = mem_read_data_valid_reg;
        if (!empty) begin            
            read = 1'b1;
            mem_read_data_valid_next = 1'b1;
            rd_ptr_next = rd_ptr_reg + 1;
        end else begin               
            mem_read_data_valid_next = 1'b0;
        end
    end
always @(posedge clk) begin
    if (rst) begin
        rd_ptr_reg <= {FIFO_ADDR_WIDTH+1{1'b0}};
        mem_read_data_valid_reg <= 1'b0;
    end else begin
        rd_ptr_reg <= rd_ptr_next;    
        mem_read_data_valid_reg <= mem_read_data_valid_next;
    end
    rd_addr_reg <= rd_ptr_next;
    if (read) begin
		mem_read_data_reg <= mem[rd_addr_reg[31:0]];
       end
end
always @(*) begin
    out= 1'b0;
    s_axi_rvalid_next = s_axi_rvalid_reg;
    if (s_axi_rready || !s_axi_rvalid) begin
        out= 1'b1;
        s_axi_rvalid_next = mem_read_data_valid_reg;
    end
end
always @(posedge clk) begin
    if (rst) 
        s_axi_rvalid_reg <= 1'b0;
else begin
        s_axi_rvalid_reg <= s_axi_rvalid_next;
    end
    if (out) begin
        s_axi_read_reg <= mem_read_data_reg;
    end
end
endmodule
module memory(s_axi_wdata,m_axi_wdata,write,read,clk,m_axi_awaddr,m_axi_araddr);
   parameter data_width    = 32;
   parameter address_width = 32;
   parameter ram_depth     = 16;
   input     [data_width-1:0]     s_axi_wdata;
   output     [data_width-1:0]    m_axi_wdata;
   input     [address_width-1:0]   m_axi_awaddr;
   input     [address_width-1:0]   m_axi_araddr;
   input                           write,clk,read;
   reg [address_width-1:0]     memory[0:ram_depth-1];
   reg [data_width-1:0]        data_2_out;
   wire [data_width-1:0]  s_axi_wdata;
   always @(posedge clk)
     begin
    if (write)
      memory[m_axi_awaddr]=s_axi_wdata;
     end
   always @(posedge clk)
     begin
    if (read)
      data_2_out=memory[m_axi_araddr];
     end
   assign m_axi_wdata =(read)?data_2_out:32'b0;
endmodule
==> flow/run.sh <==
#!/bin/bash
# OpenROAD 26Q1-2900-gdf79404cd8, Yosys 0.63+post, stock flow scripts
make -C /OpenROAD-flow-scripts/flow DESIGN_CONFIG=/design/flow/config.mk WORK_HOME=/design/flow/orfs finish
==> flow/config.mk <==
export PLATFORM = sky130hd
export DESIGN_NAME = axi_fifo
export DESIGN_NICKNAME = axi_fifo
export VERILOG_FILES = /design/flow/design.v
export SDC_FILE = /design/flow/constraint.sdc
export NUM_CORES = 4
export LEC_CHECK = 1
export CORE_AREA = 10 10 172 172
export DIE_AREA = 0 0 182 182
==> flow/constraint.sdc <==
current_design axi_fifo

set clk_period 1.4
set clk_io_pct 0.2

create_clock -name clk0 -period $clk_period [get_ports {clk}]

set non_clock_inputs [all_inputs -no_clocks]
set_input_delay [expr $clk_period * $clk_io_pct] -clock clk0 $non_clock_inputs
set_output_delay [expr $clk_period * $clk_io_pct] -clock clk0 [all_outputs]
==> flow_summary.json <==
{
  "startpoint_type": "flip-flop",
  "p_leak_nw": 0.827,
  "cts_tree": "done",
  "synth_cell_types": 13,
  "yosys_warnings": 128,
  "untimed_endpoints": 1,
  "period_minus_slack_ps": 1290,
  "ctsHoldBuffers": 0,
  "worstHoldPathType": "flip-flop to flip-flop",
  "vias_per_cell": 1.22,
  "maxSlewViolCount": 0,
  "worst-path-buf-inv": 1,
  "antenna_cells": 0,
  "grt_max_degree": 6,
  "placed_area_um2": 1450,
  "fp_util_pct": 6.84,
  "maxCapViolCount": 0,
  "dr.pass1.iters": 2,
  "cts_setup_buffers": 0,
  "yosysChipArea_um2": 1770,
  "dieArea_um2": 33100,
  "lay_top_count": "conb_1",
  "comb_area_um2": 851,
  "finalWirelength_mm": 3.04,
  "dp_slack_ps": 225,
  "grt_pass1_wl_mm": 4.10,
  "finalClockSkew_ps": 1.55,
  "end_kind": "primary output",
  "antenna_found_initial": 0,
  "rsz0062_at_grt": "false",
  "remaining_drc_errors": 0,
  "lay_top_cells": "conb_1 (212), clkdlybuf4s50_1 (6), dfxtp_1 (5)",
  "finalWorstSetupSlack_ps": 106,
  "cp_data_arrival_time_ps": 1010,
  "seq_area_um2": 115,
  "die_x_um": 182,
  "fin_area_um2": 1530,
  "cts_made_buffers": 3,
  "ir_worst_vdd_mv": 0.450,
  "area_growth_pct": -13.5,
  "routedWlPerCell_um": 5.30,
  "slowest_delay_ps": 470,
  "clockBufferDepth": 2,
  "clkLatencyLatePin_ps": 230,
  "dpl.hpwl_mm": 2.94,
  "clkTransAtPathRegs_ps": 30,
  "htree_levels": 1,
  "power_uw": 701,
  "status": "completed",
  "die_y_um": 182,
  "setup_viol": 0,
  "fin_setup_tns_ps": 0,
  "hold_viol": 0,
  "vias": 699,
  "cp_top_family": "buffers and inverters",
  "crit_type": "flip-flop to primary output",
  "nFillCells": 2991,
  "rows": 59,
  "finalNonFillerCells": 573,
  "required_ps": 1120,
  "grt_pass1_vias": 1063,
  "power_density_nw_per_um2": 457,
  "postLayoutCoreUtil_pct": 5.92,
  "crit_path_max_fanout": 2,
  "critPathSlowestCell": "clkdlybuf4s50_1",
  "crit_chain": "clkdlybuf4s50_1",
  "netlist_instances": 229,
  "openroad.warnings": 236,
  "ant_nets": 0,
  "portBuffers": 6,
  "hold_slack_ps": 448,
  "syn_area_per_cell_um2": 7.74,
  "drive_above_1_share_pct": 2.10,
  "max_freq_mhz": 773,
  "ctsResizeCount": 0,
  "syn_area_um2": 1770,
  "root_buffer": "clkbuf_16",
  "post-place-cells": 569,
  "place_congestion": 0.575,
  "ys_cells": 229,
  "fin_crit_sh_pct": 92.4,
  "grt-ovfl-total": 0,
  "unclocked_regs": 1,
  "io_pins": 430,
  "grt_usage_pct": 1.36,
  "r2r_setup_slack_ps": 630,
  "ys_ff": 6,
  "drtIter0Drc": 5,
  "core-area_um2": 25900
}
[final timing paths]
| path | startpoint | end | cells after the start |
|---|---|---|---|
| hold / removal | axi_fifo_rd_inst.mem_read_data_valid_reg | axi_fifo_rd_inst.s_axi_rvalid_reg | 2 |
| hold reg to reg | axi_fifo_rd_inst.mem_read_data_valid_reg | axi_fifo_rd_inst.s_axi_rvalid_reg | 2 |
| setup reg to reg | axi_fifo_rd_inst.wr_ptr_reg[0] | axi_fifo_rd_inst.mem_read_data_valid_reg | 2 |
| setup / recovery | axi_fifo_rd_inst.s_axi_rvalid_reg | s_axi_rvalid | 1 |
[kinds of logic (layout without fill, tap and decap cells)]
| logic type | count (synthesis) | in the layout | synth area share (%) |
|---|---|---|---|
| latches | 1 | 1 | 0.847 |
| buffers and inverters | 214 | 12 | 90.2 |
| other | 1 | 212 | 0.212 |
| XOR/XNOR | 2 | 2 | 0.988 |
| flip-flops | 5 | 5 | 5.65 |
| AND-OR/OR-AND | 1 | 1 | 0.282 |
| AND/OR/NAND/NOR | 5 | 5 | 1.84 |
[final cells by class]
type | instances | share of cell area [%]
inverter | 2 | 0.490
sequential | 6 | 7.51
tap | 335 | 27.3
multi-input combinational | 220 | 55.5
clock buffer | 3 | 4.90
clock inverter | 1 | 0.327
timing repair buffer | 6 | 3.92
[synthesized netlist by cell type]
library cell  number  area (um2)
nor3b_1            1        7.51
xor2_1             1        8.76
inv_1              2        7.51
dlxtp_1            1        15.0
nor2b_1            1        6.26
dfxtp_1            5         100
a21oi_1            1        5.00
buf_4            212        1590
nand2b_1           1        6.26
conb_1             1        3.75
nor2_1             1        3.75
xnor2_1            1        8.76
and2b_2            1        8.76
[metal layers]
metal / GRT usage (%) / routed length [um]
met5: 0 / 0
met3: 0.787 / 412
met4: 0.0976 / 0
met2: 2.13 / 1260
met1: 1.64 / 1370
[power breakdown]
group | total [mW] | leakage, nW | internal (mW) | switching (mW)
logic | 0.0719 | 0.736 | 0.0240 | 0.0479
clock network | 0.463 | 0.0409 | 0.373 | 0.0901
registers | 0.166 | 0.0494 | 0.160 | 0.00625
total | 0.701 | 0.827 | 0.556 | 0.144
No activity file was given, so power comes from the tool's default toggle rates.
